**flow/config.mk**
```make
export PLATFORM = sky130hd
export DESIGN_NAME = SPI_SLAVE
export DESIGN_NICKNAME = SPI_SLAVE
export VERILOG_FILES = /design/flow/design.v
export SDC_FILE = /design/flow/constraint.sdc
export NUM_CORES = 4
export LEC_CHECK = 1
export CORE_UTILIZATION = 30
```
**flow/constraint.sdc**
```tcl
current_design SPI_SLAVE

set clk_period 1.9
set clk_io_pct 0.2

create_clock -name clk0 -period $clk_period [get_ports {clk}]
create_clock -name clk1 -period $clk_period [get_ports {input_spi_clk}]

set non_clock_inputs [all_inputs -no_clocks]
set_input_delay [expr $clk_period * $clk_io_pct] -clock clk0 $non_clock_inputs
set_output_delay [expr $clk_period * $clk_io_pct] -clock clk0 [all_outputs]
```
**flow/design.v**
```verilog
module SPI_SLAVE #(
    parameter WORD_SIZE = 32,  
	 parameter ADDR_SIZE = 8,
    parameter SPI_MODE = 0,
	 parameter DATA_SIZE = 24,
	 parameter REG_SIZE = 8   
	 )
	 (
		input logic clk,
		input logic reset_n,
		output logic lastAddrflag,  
		output logic [ADDR_SIZE - 1:0] ram_addr,   
		input logic [WORD_SIZE - 1:0] ram_data,  
		input logic input_spi_clk,  
		input logic spi_mosi,  
		input logic spi_cs,  
		output logic spi_miso  
	);
	enum bit [2 : 0] {IDLE, PREP_DATA, RECEIVE_DATA} state;  
   logic [REG_SIZE - 1:0] shift_reg = 0;  
	logic [REG_SIZE - 1:0] byte_inbuff = 0;   
	logic [DATA_SIZE - 1:0] byte_outbuff = 0;
	logic [$clog2(REG_SIZE) - 1:0] bit_counter = 0;   
	logic [2:0] tx_bit_counter;  
   logic tx_done = 0;
   logic rx_done = 0; 	 
   logic [WORD_SIZE - 1:0] i = 0; 
	logic [DATA_SIZE - 1:0] j = 0;
	logic [1:0] cyc_cnt = 0;
	logic cyc_cnt_done = 0;  
	logic [$clog2(WORD_SIZE) - 1:0] byte_counter = 0;
	logic addr_set = 0;
	logic read_ram = 0;
	logic send_data = 0;
	logic mosi_en = 0;
    always_ff @(posedge input_spi_clk or negedge reset_n) begin   
        if (~reset_n) begin
            shift_reg <= 0;
            bit_counter <= 0;			
				byte_counter <= 0;
            rx_done <= 0;
				tx_done <= 0;
				spi_miso <= 0;
				tx_bit_counter <=0;
        end 
		  else if (~spi_cs) begin
				if (mosi_en == 1) begin
					byte_inbuff <= {byte_inbuff[REG_SIZE-1:0], spi_mosi};  
					bit_counter <= bit_counter + 1;
				end
				else if (send_data == 1) begin
					if (byte_counter == 0 ) begin
						for (j = 0; j <= 7; j = j + 1) begin   
							shift_reg[j] <= byte_outbuff[j];  	
						end		
					end
					else if (byte_counter == 1 ) begin
						for (j = 8; j <= 15; j = j + 1) begin
							shift_reg[j-8] <= byte_outbuff[j];  
						end		
					end
					else if (byte_counter == 2 ) begin
						for (j = 16; j <= 23; j = j + 1) begin
							shift_reg[j-16] <= byte_outbuff[j];   
						end		
					end
					spi_miso <= {shift_reg[REG_SIZE-1:0], shift_reg};
					tx_bit_counter <= tx_bit_counter + 1;	
				end
				if (tx_bit_counter == REG_SIZE - 1) begin
					byte_counter <= byte_counter + 1;  
					tx_bit_counter <= 0;
					if (byte_counter >= 3) begin
						tx_done <= 0;
						byte_counter <= 0;
						if (ram_addr == 2'h3f) begin
							lastAddrflag <= 0;
						end
					end
				end
            if (bit_counter == REG_SIZE - 1) begin
					rx_done <= 1;
            end 
				else begin
                rx_done <= 0;
            end			
        end 
		  else begin
            bit_counter <= 0;
            rx_done <= 0;
        end
    end
	always_ff @(negedge clk) begin
		if (~reset_n ) begin
			ram_addr <= 0;
		end
		else if (~spi_cs) begin  
			if (byte_inbuff[7] == 1) begin
				for (i = 0; i <= 5; i = i + 1) begin  
					ram_addr[i] <= byte_inbuff[i];
				end
			end 
			if (rx_done) begin
				addr_set <= 1;  
			end
			else begin
				addr_set <= 0;
			end
		end
	end
	always_ff @(posedge clk) begin
		if (~reset_n) begin
			cyc_cnt <= 0;
			cyc_cnt_done <= 0;
		end
		else if (addr_set) begin
			cyc_cnt <= cyc_cnt + 1;
		end
		if (cyc_cnt == 1) begin
			cyc_cnt_done <= 1;
			byte_outbuff <= ram_data;
			cyc_cnt <= 0;
		end
		else begin
			cyc_cnt_done <= 0;
		end
	end
    always_ff @(posedge clk or negedge reset_n) begin
		if (~reset_n) begin
            state <= IDLE;
				mosi_en <= 0;
				send_data <= 0;
		end 
		else begin
            case(state)
                IDLE:begin
								if(~spi_cs) begin								
									state <= PREP_DATA;
								end
								else begin
									state <= IDLE;
								end
							end
					 PREP_DATA:begin
								mosi_en <= 1;
								if (cyc_cnt_done) begin
									state <= RECEIVE_DATA;
								end
								else if (spi_cs) begin
									state <= IDLE;
								end
							end
                RECEIVE_DATA:begin
								if (~reset_n || ~spi_cs) begin
									mosi_en <= 0;
									send_data <= 1;
								end
								else if (tx_done) begin  
									state <= IDLE;
								end
								else if (spi_cs) begin  
									state <= IDLE;
								end 
							end
            endcase
		end
	end
endmodule
```
**flow/run.sh**
```bash
#!/bin/bash
# OpenROAD 26Q1-2900-gdf79404cd8, Yosys 0.63+post, stock flow scripts
make -C /OpenROAD-flow-scripts/flow DESIGN_CONFIG=/design/flow/config.mk WORK_HOME=/design/flow/orfs finish
```
==> impl_metrics.toml <==
# generated from flow reports
[status]
outcome = "finished with violations"
violations = "setup timing"

[floorplan]
fp.coreArea_um2 = 5470
dieHeight_um = 77.3
floorplan.initialDensity_pct = 31.1
placementRows = 27
chipArea_um2 = 5980
die.size.x_um = 77.3
top_level_ports = 47

[synthesis]
synthTopCellsByArea = "sky130_fd_sc_hd__dfrtp_1 26%, sky130_fd_sc_hd__edfxtp_1 21%, sky130_fd_sc_hd__dfxtp_1 11%, sky130_fd_sc_hd__ha_1 6.6%, sky130_fd_sc_hd__mux2i_1 5.3%"
yosysWarnings = 2
synth.avg_cell_area_um2 = 13.0
synthesis.instances = 131
ys_ff = 40
edf_count = 12
post_synth_num_cell_types = 36
synth_largest_type_area_fraction_pct = 26.5
asyncSetResetFlopFracSynth_pct = 47.5
synth.cells.most_frequent = "18 x sky130_fd_sc_hd__dfrtp_1, 12 x sky130_fd_sc_hd__edfxtp_1, 10 x sky130_fd_sc_hd__nor2_1"
ys_cells = 131
yosys-stat-area_um2 = 1700
flop_cell = "sky130_fd_sc_hd__dfrtp_1"
postSynthSeqShare_pct = 59.7
synth_top_cell_by_area = "sky130_fd_sc_hd__dfrtp_1"
netlist_area_um2 = 1700
synth_top_cell_by_count = "sky130_fd_sc_hd__dfrtp_1"

[cts]
tritoncts_clock_tree = "done"
clock_sinks = 40
clk_transition_reported_paths_ps = 80
post_cts_hold_buffer_count = 0

[global_route]
grt_pass1_vias = 1055
antenna_found_initial = 0
grt_first_pass_wirelength_mm = 4.91
global_route.overflow_total = 0
grt_start_max_net_pins = 23
grt_total_usage_pct = 10.7

[setup_path]
critPathBufInv = 1
critical_path_arrival_ps = 1700
critPathSlowestCell = "sky130_fd_sc_hd__dfxtp_2"
critPathLaunchType = "register"
path_max_fanout = 2
timing.critical_path.required_ps = 1520
crit_family = "flip-flops"
cp-end-kind = "output pin"
ff2ff_setup_slack_ps = -40
timing.critical_path.slowest_cell_delay_ps = 310
timing.setup.critical_path_class = "reg -> out"
path_cells = "buf_2"

[sta]
worst_clock_skew_ps = 67.0
postLayoutSetupSlackWorst_ps = -176
setup-violations-final = 11
slew_viol_final = 0
fin_setup_tns_ps = -1180
setup_repair_after_global_routing_missed_its_margin = "true"
timing_hold_violations_final = 0

[power]
vdd_drop_max_mv = 0.791
design_power_total_w = 0.00244
p_leak_nw = 0.918
power.density_nw_per_um2 = 1180

[detailed_routing]
vias_per_cell = 4.26
ant_nets = 0
dr_total_vias = 998
drt_wl_total_mm = 2.72
routed_wire_length_per_instance_um = 11.6
first_iter_violations = 65
diodes = 0
remaining_drc_errors = 0
dr.pass1.iters = 4

[placement]
place.detailed.instances = 220
hpwl_reported_at_the_end_of_detailed_placement_mm = 1.91
port_buffers = 13
gpl.final_weighted_congestion = 0.728

[finish]
comb_area_um2 = 624
synthToLayoutAreaGrowth_pct = 21.5
fillerInstances = 531
seq_area_um2 = 1020
fin_util_pct = 37.8
number_of_flip_flops_under_the_largest_register_name = 8
final_layout_size_suffix_gt1_share_pct = 24.7
instances_no_fill = 234
reg.largest.list = "byte_inbuff x8, ram_addr x6, byte_counter x5"
largest_register = "byte_inbuff"

[run]
openroad_warnings = 68
maxCapViolCount = 0

[min_path]
hold_class = "reg -> reg"
path summary, 6_finish.rpt:
kind | endpoint | from | cells after the start
worst max-delay path | ram_addr[2] | ram_addr[2] | 1
worst min-delay path | byte_inbuff[7] | byte_inbuff[6] | 0
worst max register to register | ram_addr[3] | byte_inbuff[7] | 3
worst min register to register | byte_inbuff[7] | byte_inbuff[6] | 0
max in group clk1 | shift_reg[0] | byte_counter[0] | 5
max in group asynchronous | state[0] | reset_n | 3
min in group asynchronous | rx_done | reset_n | 3
min in group clk0 | state[1] | cyc_cnt_done | 1
worst register-to-register path, delay by kind of cell (launching register included):
family,cells,cell delay (ps)
simple gates,2,340
mux,1,260
flops,1,340
per-layer routing:
layer | global-route usage (%) | vias to the layer above | wire length, um
met2 | 16.3 | 22 | 1240
met1 | 16.1 | 473 | 1300
met3 | 2.87 | 6 | 134
met4 | 1.70 | 0 | 47
met5 | 0 | - | 0
li1 | - | 497 | -
cells by family (layout without fill, tap and decap cells):
kind of cell	count (synthesis)	after routing	share of synthesized area (%)
AND/OR/NAND/NOR	37	37	13.2
flip-flops	40	40	59.7
XOR/XNOR	2	2	1.03
multiplexers	13	13	8.38
buffers and inverters	15	44	4.85
AND-OR/OR-AND	14	14	6.03
adder cells (fa/ha/maj)	9	9	6.61
other	1	3	0.220
placed cells by master, fill, tap and decap left out, types with 2 or more instances in the layout:
cell	Yosys	layout
sky130_fd_sc_hd__a21oi_1	2	2
sky130_fd_sc_hd__and2_1	4	4
sky130_fd_sc_hd__buf_2	0	6
sky130_fd_sc_hd__buf_4	5	7
sky130_fd_sc_hd__clkbuf_8	0	7
sky130_fd_sc_hd__clkdlybuf4s50_1	0	5
sky130_fd_sc_hd__conb_1	1	3
sky130_fd_sc_hd__dfrtp_1	18	18
sky130_fd_sc_hd__dfxtp_1	9	3
sky130_fd_sc_hd__dfxtp_2	0	6
sky130_fd_sc_hd__edfxtp_1	12	12
sky130_fd_sc_hd__ha_1	9	9
sky130_fd_sc_hd__inv_1	9	15
sky130_fd_sc_hd__mux2_1	2	2
sky130_fd_sc_hd__mux2_4	2	2
sky130_fd_sc_hd__mux2i_1	9	8
sky130_fd_sc_hd__nand2_1	4	4
sky130_fd_sc_hd__nand2b_1	3	3
sky130_fd_sc_hd__nor2_1	10	10
sky130_fd_sc_hd__nor2b_1	9	7
sky130_fd_sc_hd__o21ai_1	3	3
sky130_fd_sc_hd__xnor2_1	2	2
stage by stage:
step | area, um^2 | worst slack, ps | hold slack [ps]
floorplan | 1710 | -13.5 | 84.4
global placement | 1950 | -616 | 415
detailed placement | 1950 | -659 | 412
CTS | 2050 | -174 | 430
global route | 2070 | -212 | 439
finish | 2070 | -176 | 430
repair_timing:
action | in CTS | in global routing
pin swaps | 0 | 0
buffers inserted | 0 | 1
setup endpoints to repair | 13 | 12
gates resized | 28 | 4
power by group:
group	switching [W]	internal, W	total, W
clock network	0.000313	0.000353	0.000666
logic	0.000264	0.000340	0.000604
registers	0.000119	0.00105	0.00117
area by class of cell:
| class | instances | share of cell area, % |
|---|---|---|
| sequential | 40 | 49.5 |
| inverter | 8 | 1.45 |
| multi-input combinational | 78 | 30.2 |
| clock buffer | 8 | 4.84 |
| timing repair buffer | 21 | 8.35 |
| clock inverter | 7 | 1.27 |
| tap | 72 | 4.36 |
Power is estimated from default activity; no workload was simulated.
