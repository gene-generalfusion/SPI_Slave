==> flow/design.v <==
module SPI_MASTER 
#(
    parameter   WORD_SIZE = 16,
                SLAVE_COUNT = 2     
)
(
    input   logic                           clk,             
    input   logic                           reset_n,         
    input   logic                           start,           
    input   logic [$clog2(SLAVE_COUNT)-1:0] chip_select,     
    input   logic                           spi_miso,        
    output  logic                           spi_clk,         
    output  logic                           spi_mosi,        
    output  logic                           ready,           
    output  logic [SLAVE_COUNT-1:0]         spi_cs,          
    input   logic [WORD_SIZE-1:0]           tx_data,         
    output  logic [WORD_SIZE-1:0]           rx_data          
);
    logic [WORD_SIZE-1:0] data_reg;              
    logic shift_en;                              
    logic [$clog2(WORD_SIZE)-1:0] bit_count;     
    logic load_reg;                              
    logic miso_reg;                              
    logic spi_clk_enable;                       
    logic mosi_enable;
    logic transfer_in_progress;                  
    enum bit [1 : 0] {IDLE, LOAD_DATA, TRANSFER, RECEIVE} state;
    assign spi_mosi = data_reg[WORD_SIZE-1] && mosi_enable;
    assign spi_clk = clk && spi_clk_enable;
    always_ff @(posedge clk or negedge reset_n) begin
        if(~reset_n) miso_reg <= 0;
        else miso_reg <= spi_miso;
    end
    always_ff @(negedge clk or negedge reset_n) begin
        if(~reset_n) begin
            {data_reg, bit_count, transfer_in_progress} <= 0;
        end
        else if(load_reg) begin 
            data_reg <= tx_data;
            transfer_in_progress <= 1'b1;
        end
        else if(shift_en) begin
            if(bit_count < (WORD_SIZE-1)) begin
                data_reg <= {data_reg[WORD_SIZE-2:0], miso_reg};
                bit_count <= bit_count + 1'b1;
            end
            else begin
                data_reg <= {data_reg[WORD_SIZE-2:0], miso_reg};
                {bit_count, transfer_in_progress} <= 0;
            end
        end
    end
    always_ff @(posedge clk or negedge reset_n) begin
        if(~reset_n) begin
            {state, load_reg, ready, shift_en, mosi_enable, spi_clk_enable, rx_data} = 0;
            spi_cs <= '1;
        end
        else begin
            case(state)
                IDLE:       begin
                                if(start) begin
                                    state <= LOAD_DATA;
                                    load_reg <= 1'b1;
                                    ready <= 0;
                                end
                                else begin
                                    state <= IDLE;
                                    ready <= 1'b1;
                                end
                            end
                LOAD_DATA:  begin
                                state <= TRANSFER;
                                load_reg <= 0;
                                mosi_enable <= 1'b1;
                                spi_cs[chip_select] <= 0;
                            end
                TRANSFER:   begin
                                if(transfer_in_progress) begin
                                    state <= TRANSFER;
                                    spi_clk_enable <= 1'b1;
                                    shift_en <= 1'b1;
                                end
                                else begin
                                    state <= RECEIVE;
                                    spi_clk_enable <= 0;
                                    mosi_enable <= 0;
                                    shift_en <= 0;
                                    spi_cs[chip_select] <= 1;
                                end
                            end
                RECEIVE:    begin
                                state <= IDLE;
                                rx_data <= data_reg;
                                ready <= 1'b1;
                            end
            endcase
        end
    end
endmodule
==> flow/run.sh <==
#!/bin/bash
# OpenROAD 26Q1-2900-gdf79404cd8, Yosys 0.63+post, stock flow scripts
make -C /OpenROAD-flow-scripts/flow DESIGN_CONFIG=/design/flow/config.mk WORK_HOME=/design/flow/orfs finish
==> flow/config.mk <==
export PLATFORM = sky130hd
export DESIGN_NAME = SPI_MASTER
export DESIGN_NICKNAME = SPI_MASTER
export VERILOG_FILES = /design/flow/design.v
export SDC_FILE = /design/flow/constraint.sdc
export NUM_CORES = 4
export LEC_CHECK = 1
export CORE_UTILIZATION = 40
==> flow/constraint.sdc <==
current_design SPI_MASTER

set clk_period 2.8
set clk_io_pct 0.2

create_clock -name clk0 -period $clk_period [get_ports {clk}]

set non_clock_inputs [all_inputs -no_clocks]
set_input_delay [expr $clk_period * $clk_io_pct] -clock clk0 $non_clock_inputs
set_output_delay [expr $clk_period * $clk_io_pct] -clock clk0 [all_outputs]
==> results.yml <==
# implementation run metrics
setup_path:
  cp-end-kind: "output port"
  arrival_ns: 2.43
  path_buffers: 1
  cp_top_family: "flip-flops"
  start_kind: "register"
  cp_slowest_cell: "dfrtn_1"
  crit_path_cell_trace: "and2_4, buf_2"
  critical_path_class: "reg -> out"
  slowest_delay_ns: 0.41
  required_ns: 2.24
  crit_fanout: 2
finish:
  final_core_utilization: 0.561
  area_growth_pct: 34.5
  layout_top_cell: "clkdlybuf4s50_1"
  finish.instance_area_mm2: 0.00265
  fill_cells: 397
  drive_above_1_share: 0.154
  most-common-layout-cells: "clkdlybuf4s50_1 (39), nand2_1 (24), dfrtp_1 (24), dfrtn_1 (21), o21ai_1 (18)"
final_timing:
  finalClockSkew_ns: 0.0242
  setup_ws_ns: -0.187
  hold_violations: 0
  rsz0062_at_grt: "true"
  max_slew.worst_pin.slew_ns: 0.886
  drv_slew: 0
  finalSetupTns_ns: -0.187
  slew_headroom: 0.409
  setup_violations: 1
flow_run:
  cap_violations: 0
  warnings: 29
routing:
  dr_total_vias: 1358
  dr.pass1.iters: 4
  vias_per_cell: 4.83
  antennaDiodeCount: 0
  routed_wl_mm: 3.63
  drtIter0Drc: 70
  drtAntennaViolNets: 0
  routedWlPerCell_um: 12.9
  drc: 0
place:
  gp_congestion: 0.762
  io_buffers: 41
  hpwl_mm: 2.42
  dpl-instance-area_mm2: 0.00249
  dp_slack_ns: -0.117
yosys:
  ys_area_mm2: 0.00197
  ys.flops: 48
  post_synth.cell_area_avg_um2: 12.2
  async_flop_share: 1.00
  edf_count: 0
  yosys_warnings: 1
  yosys-stat-cells: 162
  netlist_area_mm2: 0.00197
  synthFlopType: "dfrtp_1"
  synth_cell_types: 30
  netlist_instances: 162
  ys_seq_share: 0.612
die:
  dieHeight_um: 72.2
  fp_util: 0.417
  core_area_mm2: 0.00472
  placementRows: 25
  chipArea_mm2: 0.00521
  die_x_um: 72.2
  num_io_pins: 42
hold_path:
  hold_class: "in -> async"
power:
  total_power_mw: 1.34
  p_leak_nw: 1.13
  p_per_area_mw_per_mm2: 505
  ir_drop_mv: 0.285
grt:
  grt_max_degree: 49
  grtUsageTotal: 0.160
  grt_pass1_wl_mm: 6.31
  overflow: 0
  grt_pass1_vias: 1401
  antenna_found_initial: 0
cts:
  clk_latency_ns: 0.41
  cts.clk_slew.worst_paths_ns: 0.08
  cts_tree: "built"
outcome:
  outcome: "finished, violations left"
  violations: "setup timing"
-- stage by stage --
step	hold WS, ns	instances
6_report	0.139	281
5_1_grt	0.159	281
4_1_cts	0.139	280
3_5_place_dp	0.457	268
3_3_place_gp	0.417	268
2_1_floorplan	0.264	162
-- what timing repair did --
action,CTS,global route
gates resized,3,1
hold buffers,0,0
hold endpoints to repair,0,0
setup buffers,1,1
pin swaps,1,0
setup endpoints to repair,1,1
-- area by class of cell --
| type | instances | area (um^2) | area share |
|---|---|---|---|
| Sequential cell | 48 | 1200 | 0.455 |
| Multi-Input combinational cell | 102 | 711 | 0.268 |
| Timing Repair Buffer | 48 | 475 | 0.179 |
| Clock buffer | 10 | 124 | 0.0468 |
| Tap cell | 67 | 83.8 | 0.0316 |
| Clock inverter | 2 | 35.0 | 0.0132 |
| Inverter | 4 | 15.0 | 0.00567 |
-- cell families (layout without fill, tap and decap cells) --
logic type / count (synthesis) / count (layout) / share of synthesized area
flip-flops: 48 / 48 / 0.612
AND/OR/NAND/NOR: 41 / 41 / 0.0966
multiplexers: 32 / 32 / 0.173
AND-OR/OR-AND: 27 / 27 / 0.0794
buffers and inverters: 12 / 64 / 0.0286
adder cells (fa/ha/maj): 1 / 1 / 0.00635
XOR/XNOR: 1 / 1 / 0.00445
-- where the power goes --
part	internal, mW	switching (mW)	leakage, nW
Combinational	0.0322	0.0192	0.471
Clock	0.356	0.231	0.0831
Sequential	0.699	0.00114	0.574
Total	1.09	0.252	1.13
-- cell usage after synthesis (2+ instances only) --
master / n / area (um^2)
mux2i_1: 16 / 160
nor2_1: 4 / 15.0
nor4_1: 2 / 12.5
nand2_1: 24 / 90.1
buf_4: 2 / 15.0
inv_1: 3 / 11.3
and2_1: 3 / 18.8
mux2_2: 8 / 90.1
nand2b_1: 3 / 18.8
buf_2: 3 / 15.0
clkbuf_1: 3 / 11.3
dfstp_2: 3 / 78.8
dfrtp_1: 24 / 601
dfrtn_1: 21 / 526
nand4_1: 2 / 12.5
o21ai_1: 18 / 90.1
mux2_1: 8 / 90.1
a21o_1: 3 / 22.5
-- worst paths after layout --
path	from	to	slack, ns	depth (start not counted)
worst max register to register	load_reg	bit_count[3]	0.26	3
min in group clk0	bit_count[3]	bit_count[3]	0.47	1
max in group asynchronous	reset_n	transfer_in_progress	1.15	2
worst max-delay path	data_reg[15]	spi_mosi	-0.19	2
worst min register to register	bit_count[3]	bit_count[3]	0.47	1
worst min-delay path	reset_n	rx_data[11]	0.14	2
-- worst reg2reg max path: cells and delay by family (launching register included) --
| family | cells | cell delay, ns |
|---|---|---|
| AND/OR/NAND/NOR | 1 | 0.22 |
| flip-flops | 1 | 0.41 |
| AND-OR/OR-AND | 2 | 0.37 |
-- layer usage --
layer | vias up | GRT usage | wire, um
met4 | 0 | 0.0305 | 54
met3 | 8 | 0.0394 | 153
met5 | - | 0 | 0
met2 | 27 | 0.246 | 1680
met1 | 663 | 0.248 | 1740
li1 | 660 | - | -
Power and IR drop assume default switching activity.
